$ cat design/flow/design.v
module BUF(A, Y);
input A;
output Y;
assign Y = A;
endmodule
module NOT(A, Y);
input A;
output Y;
assign Y = ~A;
endmodule
module NAND(A, B, Y);
input A, B;
output Y;
assign Y = ~(A & B);
endmodule
module NOR(A, B, Y);
input A, B;
output Y;
assign Y = ~(A | B);
endmodule
module DFF(C, D, Q);
input C, D;
output reg Q;
always @(posedge C)
	Q <= D;
endmodule
module DFFSR(C, D, Q, S, R);
input C, D, S, R;
output reg Q;
always @(posedge C, posedge S, posedge R)
	if (S)
		Q <= 1'b1;
	else if (R)
		Q <= 1'b0;
	else
		Q <= D;
endmodule
module paraleloserialsynt(CLOCK, ENABLE, D, OS);
  wire [4:0] _000_;
  wire [9:0] _001_;
  wire _002_;
  wire _003_;
  wire _004_;
  wire _005_;
  wire _006_;
  wire _007_;
  wire _008_;
  wire _009_;
  wire _010_;
  wire _011_;
  wire _012_;
  wire _013_;
  wire _014_;
  wire _015_;
  wire _016_;
  wire _017_;
  wire _018_;
  wire _019_;
  wire _020_;
  wire _021_;
  wire _022_;
  wire _023_;
  wire _024_;
  wire _025_;
  wire _026_;
  wire _027_;
  wire _028_;
  wire _029_;
  wire _030_;
  wire _031_;
  wire _032_;
  wire _033_;
  wire _034_;
  wire _035_;
  wire _036_;
  wire _037_;
  wire _038_;
  wire _039_;
  wire _040_;
  wire _041_;
  wire _042_;
  wire _043_;
  wire _044_;
  wire _045_;
  wire _046_;
  wire _047_;
  wire _048_;
  wire _049_;
  wire _050_;
  wire _051_;
  wire _052_;
  wire _053_;
  wire _054_;
  wire _055_;
  wire _056_;
  wire _057_;
  wire _058_;
  wire _059_;
  wire _060_;
  wire _061_;
  wire _062_;
  wire _063_;
  wire _064_;
  wire _065_;
  wire _066_;
  wire _067_;
  wire _068_;
  wire _069_;
  wire _070_;
  wire _071_;
  wire _072_;
  wire _073_;
  wire _074_;
  wire _075_;
  wire _076_;
  wire _077_;
  wire [31:0] _078_;
  wire [1:0] _079_;
  wire _080_;
  wire [4:0] _081_;
  wire _082_;
  wire [9:0] _083_;
  wire [4:0] _084_;
  wire [31:0] _085_;
  wire _086_;
  input CLOCK;
  input [9:0] D;
  input ENABLE;
  output OS;
  wire [4:0] contador;
  wire [9:0] temp1;
  wire [9:0] temp2;
  NOT _087_ (
    .A(_002_),
    .Y(_015_)
  );
  NAND _088_ (
    .A(_053_),
    .B(_050_),
    .Y(_017_)
  );
  NOR _089_ (
    .A(_017_),
    .B(_015_),
    .Y(_019_)
  );
  NOR _090_ (
    .A(_019_),
    .B(_055_),
    .Y(_021_)
  );
  NOT _091_ (
    .A(_076_),
    .Y(_023_)
  );
  NOT _092_ (
    .A(_042_),
    .Y(_025_)
  );
  NAND _093_ (
    .A(_025_),
    .B(_015_),
    .Y(_027_)
  );
  NOT _094_ (
    .A(_053_),
    .Y(_029_)
  );
  NOR _095_ (
    .A(_029_),
    .B(_050_),
    .Y(_031_)
  );
  NAND _096_ (
    .A(_031_),
    .B(_055_),
    .Y(_033_)
  );
  NOR _097_ (
    .A(_033_),
    .B(_027_),
    .Y(_035_)
  );
  NOR _098_ (
    .A(_035_),
    .B(_023_),
    .Y(_036_)
  );
  NAND _099_ (
    .A(_019_),
    .B(_055_),
    .Y(_037_)
  );
  NAND _100_ (
    .A(_037_),
    .B(_036_),
    .Y(_038_)
  );
  NOR _101_ (
    .A(_038_),
    .B(_021_),
    .Y(_003_)
  );
  NOR _102_ (
    .A(_037_),
    .B(_025_),
    .Y(_039_)
  );
  NAND _103_ (
    .A(_037_),
    .B(_025_),
    .Y(_040_)
  );
  NAND _104_ (
    .A(_040_),
    .B(_036_),
    .Y(_041_)
  );
  NOR _105_ (
    .A(_041_),
    .B(_039_),
    .Y(_004_)
  );
  NAND _106_ (
    .A(_036_),
    .B(_006_),
    .Y(_043_)
  );
  NOT _107_ (
    .A(_050_),
    .Y(_045_)
  );
  NAND _108_ (
    .A(_055_),
    .B(_053_),
    .Y(_047_)
  );
  NOR _109_ (
    .A(_047_),
    .B(_027_),
    .Y(_049_)
  );
  NAND _110_ (
    .A(_049_),
    .B(_045_),
    .Y(_051_)
  );
  NAND _111_ (
    .A(_051_),
    .B(_076_),
    .Y(_052_)
  );
  NAND _112_ (
    .A(_052_),
    .B(_005_),
    .Y(_054_)
  );
  NAND _113_ (
    .A(_054_),
    .B(_043_),
    .Y(_016_)
  );
  NAND _114_ (
    .A(_036_),
    .B(_007_),
    .Y(_056_)
  );
  NAND _115_ (
    .A(_052_),
    .B(_006_),
    .Y(_057_)
  );
  NAND _116_ (
    .A(_057_),
    .B(_056_),
    .Y(_018_)
  );
  NAND _117_ (
    .A(_036_),
    .B(_008_),
    .Y(_058_)
  );
  NAND _118_ (
    .A(_052_),
    .B(_007_),
    .Y(_059_)
  );
  NAND _119_ (
    .A(_059_),
    .B(_058_),
    .Y(_020_)
  );
  NAND _120_ (
    .A(_036_),
    .B(_009_),
    .Y(_060_)
  );
  NAND _121_ (
    .A(_052_),
    .B(_008_),
    .Y(_061_)
  );
  NAND _122_ (
    .A(_061_),
    .B(_060_),
    .Y(_022_)
  );
  NAND _123_ (
    .A(_036_),
    .B(_010_),
    .Y(_062_)
  );
  NAND _124_ (
    .A(_052_),
    .B(_009_),
    .Y(_063_)
  );
  NAND _125_ (
    .A(_063_),
    .B(_062_),
    .Y(_024_)
  );
  NAND _126_ (
    .A(_036_),
    .B(_011_),
    .Y(_064_)
  );
  NAND _127_ (
    .A(_052_),
    .B(_010_),
    .Y(_065_)
  );
  NAND _128_ (
    .A(_065_),
    .B(_064_),
    .Y(_026_)
  );
  NAND _129_ (
    .A(_036_),
    .B(_012_),
    .Y(_066_)
  );
  NAND _130_ (
    .A(_052_),
    .B(_011_),
    .Y(_067_)
  );
  NAND _131_ (
    .A(_067_),
    .B(_066_),
    .Y(_028_)
  );
  NAND _132_ (
    .A(_036_),
    .B(_013_),
    .Y(_068_)
  );
  NAND _133_ (
    .A(_052_),
    .B(_012_),
    .Y(_069_)
  );
  NAND _134_ (
    .A(_069_),
    .B(_068_),
    .Y(_030_)
  );
  NAND _135_ (
    .A(_036_),
    .B(_014_),
    .Y(_070_)
  );
  NAND _136_ (
    .A(_052_),
    .B(_013_),
    .Y(_071_)
  );
  NAND _137_ (
    .A(_071_),
    .B(_070_),
    .Y(_032_)
  );
  NOT _138_ (
    .A(_014_),
    .Y(_072_)
  );
  NOR _139_ (
    .A(_036_),
    .B(_072_),
    .Y(_034_)
  );
  NOR _140_ (
    .A(_050_),
    .B(_023_),
    .Y(_044_)
  );
  NAND _141_ (
    .A(_029_),
    .B(_045_),
    .Y(_073_)
  );
  NAND _142_ (
    .A(_073_),
    .B(_017_),
    .Y(_074_)
  );
  NOR _143_ (
    .A(_074_),
    .B(_052_),
    .Y(_046_)
  );
  NAND _144_ (
    .A(_017_),
    .B(_015_),
    .Y(_075_)
  );
  NAND _145_ (
    .A(_075_),
    .B(_036_),
    .Y(_077_)
  );
  NOR _146_ (
    .A(_077_),
    .B(_019_),
    .Y(_048_)
  );
  DFF _147_ (
    .C(CLOCK),
    .D(_001_[0]),
    .Q(D[0])
  );
  DFF _148_ (
    .C(CLOCK),
    .D(_001_[1]),
    .Q(D[1])
  );
  DFF _149_ (
    .C(CLOCK),
    .D(_001_[2]),
    .Q(D[2])
  );
  DFF _150_ (
    .C(CLOCK),
    .D(_001_[3]),
    .Q(D[3])
  );
  DFF _151_ (
    .C(CLOCK),
    .D(_001_[4]),
    .Q(D[4])
  );
  DFF _152_ (
    .C(CLOCK),
    .D(_001_[5]),
    .Q(D[5])
  );
  DFF _153_ (
    .C(CLOCK),
    .D(_001_[6]),
    .Q(D[6])
  );
  DFF _154_ (
    .C(CLOCK),
    .D(_001_[7]),
    .Q(D[7])
  );
  DFF _155_ (
    .C(CLOCK),
    .D(_001_[8]),
    .Q(D[8])
  );
  DFF _156_ (
    .C(CLOCK),
    .D(_001_[9]),
    .Q(D[9])
  );
  DFF _157_ (
    .C(CLOCK),
    .D(_000_[0]),
    .Q(contador[0])
  );
  DFF _158_ (
    .C(CLOCK),
    .D(_000_[1]),
    .Q(contador[1])
  );
  DFF _159_ (
    .C(CLOCK),
    .D(_000_[2]),
    .Q(contador[2])
  );
  DFF _160_ (
    .C(CLOCK),
    .D(_000_[3]),
    .Q(contador[3])
  );
  DFF _161_ (
    .C(CLOCK),
    .D(_000_[4]),
    .Q(contador[4])
  );
  assign OS = D[0];
  assign temp1 = D;
  assign temp2 = D;
  assign _002_ = contador[2];
  assign _042_ = contador[4];
  assign _076_ = ENABLE;
  assign _000_[3] = _003_;
  assign _000_[4] = _004_;
  assign _005_ = D[0];
  assign _006_ = D[1];
  assign _007_ = D[2];
  assign _008_ = D[3];
  assign _009_ = D[4];
  assign _010_ = D[5];
  assign _011_ = D[6];
  assign _012_ = D[7];
  assign _013_ = D[8];
  assign _014_ = D[9];
  assign _001_[0] = _016_;
  assign _001_[1] = _018_;
  assign _001_[2] = _020_;
  assign _001_[3] = _022_;
  assign _001_[4] = _024_;
  assign _001_[5] = _026_;
  assign _001_[6] = _028_;
  assign _001_[7] = _030_;
  assign _001_[8] = _032_;
  assign _001_[9] = _034_;
  assign _000_[0] = _044_;
  assign _000_[1] = _046_;
  assign _000_[2] = _048_;
  assign _050_ = contador[0];
  assign _053_ = contador[1];
  assign _055_ = contador[3];
endmodule
$ cat design/flow/run.sh
#!/bin/bash
# OpenROAD 26Q1-2900-gdf79404cd8, Yosys 0.63+post, stock flow scripts
make -C /OpenROAD-flow-scripts/flow DESIGN_CONFIG=/design/flow/config.mk WORK_HOME=/design/flow/orfs finish
$ cat design/flow/config.mk
export PLATFORM = sky130hd
export DESIGN_NAME = paraleloserialsynt
export DESIGN_NICKNAME = paraleloserialsynt
export VERILOG_FILES = /design/flow/design.v
export SDC_FILE = /design/flow/constraint.sdc
export NUM_CORES = 4
export LEC_CHECK = 1
export CORE_AREA = 10 10 81 81
export DIE_AREA = 0 0 91 91
$ cat design/flow/constraint.sdc
current_design paraleloserialsynt

set clk_period 4.0
set clk_io_pct 0.2

create_clock -name clk0 -period $clk_period [get_ports {CLOCK}]

set non_clock_inputs [all_inputs -no_clocks]
set_input_delay [expr $clk_period * $clk_io_pct] -clock clk0 $non_clock_inputs
set_output_delay [expr $clk_period * $clk_io_pct] -clock clk0 [all_outputs]
==> impl_metrics.ini <==
; implementation run metrics
[synth]
largest_area_cell = dfxtp_1
edf_count = 0
synthArstFlopShare = 0
ys_types = 18
yosys_warnings = 1
yosysMostFrequentCell = dfxtp_1
top_area_frac = 0.559
yosys-top-cells-count = dfxtp_1 (15), a22o_1 (9), inv_1 (3), nor2_1 (3)
ys_area_um2 = 537
yosys_cells = 47
top_cells_by_area = dfxtp_1 (56%), a22o_1 (15%), ha_1 (4.7%)
ys.flops = 15
flop_cell = dfxtp_1
synth_seq_share = 0.559

[outcome]
haltStage = synthesis
error = ERROR: Found 10 problems in 'check -assert'.
status = did not finish
==> logic make-up after synthesis <==
logic type	after synthesis	synth area share
flops	15	0.559
xor+xnor	1	0.0163
simple gates	8	0.0769
buf+inv	6	0.0699
fa+ha+maj	2	0.0466
compound gates	15	0.231
